$ cat flow/run.sh
#!/bin/bash
# OpenROAD 26Q1-2900-gdf79404cd8, Yosys 0.63+post, stock flow scripts
make -C /OpenROAD-flow-scripts/flow DESIGN_CONFIG=/design/flow/config.mk WORK_HOME=/design/flow/orfs finish
$ cat flow/config.mk
export PLATFORM = sky130hd
export DESIGN_NAME = pc_register
export DESIGN_NICKNAME = pc_register
export VERILOG_FILES = /design/flow/design.v
export SDC_FILE = /design/flow/constraint.sdc
export NUM_CORES = 4
export LEC_CHECK = 1
export CORE_AREA = 10 10 70 70
export DIE_AREA = 0 0 80 80
$ cat flow/constraint.sdc
current_design pc_register

set clk_period 1.0
set clk_io_pct 0.2

create_clock -name clk0 -period $clk_period [get_ports {clk}]

set non_clock_inputs [all_inputs -no_clocks]
set_input_delay [expr $clk_period * $clk_io_pct] -clock clk0 $non_clock_inputs
set_output_delay [expr $clk_period * $clk_io_pct] -clock clk0 [all_outputs]
$ cat flow/design.v
module pc_register(clk,in,out_enable,in_enable,outp);
input clk;
input [7:0] in;
input out_enable;
input in_enable;
output [7:0] outp;  
reg [7:0] data;
reg [7:0] out_temp;
initial begin 
    data = 8'b0;
    out_temp = 8'bx;
end
always @ (posedge clk) begin  
    if(out_enable) out_temp <= data;
    if(in_enable) data = in;
end
assign outp = out_temp;
endmodule
==> job_summary.md <==
### Metrics collected by this job

| Metric | Value |
|---|---|
| Crit path DRT | `0.80 ns` |
| Final HPWL DP | `714.3 um` |
| Dominant logic cell type in the layout | `edfxtp_1` |
| Bufs and invs on worst path | `1` |
| DP Cell Count | `83` |
| Worst path top cell family by delay | `flip-flops` |
| MaxCap Viol Count | `0` |
| Synthesis area per yosys | `480.5 sq um` |
| Core Region | `3416 sq um` |
| Mi-comb count | `0` |
| Routed wire per std cell | `10.15 um` |
| FP Util | `14.07%` |
| Via density | `2.663` |
| Crit path launch type | `register` |
| Setup Viol. Count Final | `0` |
| H-tree depth | `1` |
| Combinational gate area | `0 sq um` |
| Worst Hold Class | `reg -> reg` |
| N_diodes | `0` |
| Slowest stage cell, crit path | `edfxtp_1` |
| Register share after synthesis | `100.0%` |
| Yosys reg bits | `16` |
| Total GRT Usage | `2.757%` |
| RSZ-0062 raised after global routing | `true` |
| Number of clock sinks | `16` |
| Die Span Y | `80 um` |
| FP Rows | `21` |
| Worst skew pair latency | `0.27 ns` |
| Non-Filler Instances | `86` |
| Layout cells sized above 1 | `35.00%` |
| Post-Syn Instances | `16` |
| Residual DRC count | `0` |
| Initial antenna violation count | `0` |
| Critical Path Source | `out_temp[1]$_DFFE_PP_` |
| Worst Max-Slew Pin Slew | `0.1000 ns` |
| CTS tree | `yes` |
| Unique cell types | `1` |
| Boundary pin count | `19` |
| Fillers | `367` |
| Clock transition at path regs | `0.08 ns` |
| Routed Antenna Nets | `0` |
| R2R Path Start | `data[2]$_DFFE_PP_` |
| Vias in the first global route | `295` |
| Status | `completed` |
| Final hold vios | `0` |
| Root Driver | `clkbuf_4` |
| Chip area | `6400 sq um` |
| Synth Cell Area | `480.5 sq um` |
| Leak | `0.2554 nW` |
| Critical hold path startpoint | `data[4]$_DFFE_PP_` |
| I/O Buffers | `18` |
| Area delta synth->final | `50.52%` |
| Total placed instance area | `740.7 sq um` |
| Final Cycle Share | `98.14%` |
| Critical path peak fanout | `1` |
| Drt total wl | `873 um` |
| Max stage delay on crit path | `0.37 ns` |
| Total design power | `1.193 mW` |
| Max-slew violations | `0` |
| TNS Setup | `0 ns` |
| Fmax | `1019 MHz` |
| Max-slew headroom | `93.33%` |
| Worst-path cell chain | `buf_2` |
| Tmin final | `0.9814 ns` |
| Post-route cell area | `723.2 sq um` |
| DR iter-0 viols | `2` |
| Peak VDD IR | `0.9142 mV` |
| Largest area contributor in the netlist | `edfxtp_1` |
| Tool warnings | `26` |
| Placer Congestion | `0.6760` |
| Hold_ws | `0.4281 ns` |
| Grt total ovfl | `0` |
| Worst setup path class | `reg -> out` |
| First-pass GRT wire length | `1297 um` |
| Yosys cell count | `16` |
| Syn_area_per_cell | `30.03 sq um` |
| Top area cell types | `edfxtp_1 100%` |
| Die Wd | `80 um` |
| Via Count | `229` |
| Clock skew after layout | `0.001886 ns` |
| Largest net degree at the start of global routing | `9` |
| DR pass1 iterations | `2` |
| CP Capture Type | `output pin` |
| Most frequent cells in the layout | `16 x edfxtp_1, 10 x clkdlybuf4s50_1, 8 x buf_2` |
| Area leader share | `100.0%` |
| CP Data Arrival Time | `0.78 ns` |
| Power per cell area | `1650 nW/um^2` |
| Worst-case clock buffer depth | `2` |
| Cts bufs inserted | `3` |
| Ys Warns | `1` |
## registers in the layout, indices dropped and copies added, names as in the netlist
signal    cells
out_temp      8
data          8
## Yosys cell counts (all sizes together)
master,count
edfxtp,16
## power breakdown
part	leakage (nW)	switching (mW)	internal, mW	total, mW
clock network	0.0138	0.170	0.140	0.310
logic	0.0850	0.0225	0.0542	0.0767
registers	0.157	0.0122	0.794	0.806
total	0.255	0.205	0.988	1.19
## routing by layer
layer  global-route usage [%]  share of wire (%)  vias up
met1                    4.092                 59       96
met4                   0.1761                  0        0
met3                    3.068                 14        0
met5                        0                  0        -
li1                         -                  -      112
met2                    2.488                 27       21
## kinds of logic (layout without fill, tap and decap cells)
| logic type | after synthesis | in the layout | share of synthesized area (%) |
|---|---|---|---|
| buffers and inverters | 0 | 24 | 0 |
| DFF | 16 | 16 | 100.0 |
## final timing paths
kind	slack, ns	end	cells after the start
setup / recovery	0.02	outp[1]	1
hold / removal	0.43	out_temp[4]$_DFFE_PP_	0
setup reg to reg	0.36	out_temp[2]$_DFFE_PP_	0
hold reg to reg	0.43	out_temp[4]$_DFFE_PP_	0
## layout make-up
class                 instances  area (sq um)  share of cell area (%)
clock buffer                  3         22.52                   3.114
timing repair buffer         21         162.7                   22.49
sequential                   16         480.5                   66.44
tap                          46         57.56                   7.958
## timing repair
item                                    CTS  global route
pin swaps                                 0             0
cloned                                    0             0
buffers inserted                          0             0
gates resized                            24             0
endpoints found under the setup margin    8             8
hold buffers                              0             0
## metrics by stage
step                      utilization, %  worst slack (ns)
after floorplan                        -            0.4112
after global placement             21.69           -0.1028
after detailed placement           21.69           -0.1230
after CTS                          21.17          0.007148
after global routing               21.17          -0.02633
final                              21.17           0.01860
Power is estimated from default activity; no workload was simulated.
