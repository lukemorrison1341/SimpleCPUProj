[config.mk]
export PLATFORM = sky130hd
export DESIGN_NAME = alu
export DESIGN_NICKNAME = alu
export VERILOG_FILES = /design/flow/design.v
export SDC_FILE = /design/flow/constraint.sdc
export NUM_CORES = 4
export LEC_CHECK = 1
export CORE_AREA = 10 10 92 92
export DIE_AREA = 0 0 102 102
[constraint.sdc]
current_design alu

set clk_period 4.4
set clk_io_pct 0.2

create_clock -name clk0 -period $clk_period [get_ports {clk}]

set non_clock_inputs [all_inputs -no_clocks]
set_input_delay [expr $clk_period * $clk_io_pct] -clock clk0 $non_clock_inputs
set_output_delay [expr $clk_period * $clk_io_pct] -clock clk0 [all_outputs]
[design.v]
`timescale 1ns/1ns
module alu (clk, a, b,control,outp,enable,carry_out,zero_flag,neg_flag);
input clk;
input [7:0] a;  
input [7:0] b;
input [1:0] control;  
input enable;  
output [7:0] outp;
output carry_out;
output zero_flag;
output neg_flag;
reg [8:0] outp_temp;
reg carry_out_temp;
reg zero_flag_temp;
reg neg_flag_temp;
always @ (posedge clk) begin
    if(enable) begin
        case (control) 
            2'b00: begin 
                outp_temp <= {1'b0,a} + {1'b0,b};  
                carry_out_temp <= outp_temp[8]; 
                zero_flag_temp <= 0;
                neg_flag_temp <= 0;
            end
            2'b01: begin 
                outp_temp <= {1'b0,a} - {1'b0,b};  
                zero_flag_temp <= (outp_temp[7:0] == 0);
                carry_out_temp <= 0;
                neg_flag_temp <= outp_temp[8]; 
            end
            2'b10: begin
                outp_temp <= a & b;  
                zero_flag_temp <= 0;
                carry_out_temp <= 0;
                neg_flag_temp <= 0;
            end
            2'b11: begin
                outp_temp <= a | b;  
                zero_flag_temp <= 0;
                carry_out_temp <= 0;
                neg_flag_temp <= 0;
            end
            default: begin
                zero_flag_temp <= 1'bx;
                carry_out_temp <= 1'bx;
                neg_flag_temp <= 1'bx;
                outp_temp <= 9'bx;
            end
        endcase
    end
end
assign outp = outp_temp[7:0];
assign carry_out = carry_out_temp;
assign zero_flag = zero_flag_temp;
assign neg_flag = neg_flag_temp;
endmodule
[run.sh]
#!/bin/bash
# OpenROAD 26Q1-2900-gdf79404cd8, Yosys 0.63+post, stock flow scripts
make -C /OpenROAD-flow-scripts/flow DESIGN_CONFIG=/design/flow/config.mk WORK_HOME=/design/flow/orfs finish
==> flow_summary.json <==
{
  "status": "completed",
  "wl_met1_mm": 1.41,
  "num_rows": 29,
  "met2_wirelength_mm": 1.11,
  "yosys_cells": 124,
  "nFillCells": 674,
  "synth_cell_types": 40,
  "worstPathRequired_ps": 4450,
  "grt_max_degree": 20,
  "core_region_area_mm2": 0.00646,
  "grt_usage_pct": 5.58,
  "rsz0062_at_grt": "false",
  "wl_met3_um": 269,
  "finalHoldViolCount": 0,
  "ys.flops": 12,
  "power_density_mw_per_mm2": 261,
  "setup_viol": 0,
  "path_class": "in2reg",
  "drive_above_1_share_pct": 6.76,
  "fp_util_pct": 18.4,
  "clockBufferDepth": 2,
  "power.leakage_nw": 0.570,
  "antenna_left": 0,
  "wirelength_mm": 2.80,
  "die_h_um": 102,
  "relSlewSlack_pct": 64.8,
  "vias_per_cell": 4.11,
  "routed.top_layer": "met4",
  "cts_resized": 0,
  "drc": 0,
  "ir_drop_uv": 84.9,
  "yosys-top-cells-area": "edfxtp_1 30%, ha_1 12%, xnor2_1 5.9%",
  "final_util_pct": 24.0,
  "firstDrtPassIters": 4,
  "antenna_found_initial": 0,
  "grt-ovfl-total": 0,
  "ys_seq_share_pct": 30.3,
  "clk_pin_slew_worst_paths_ps": 50,
  "tool_warnings": 27,
  "cts-root-buf": "clkbuf_8",
  "detail_route.antenna_diodes": 0,
  "arrival_ps": 3490,
  "cts_buffers": 3,
  "hold_buffers": 0,
  "clock_sinks": 12,
  "fin_crit_sh_pct": 78.2,
  "flop_cell": "edfxtp_1",
  "avgSynthCellArea_um2": 9.58,
  "min_period_ps": 3440,
  "area_delta_synth_final_pct": 30.8,
  "yosys.area.top_type": "edfxtp_1",
  "fin_tns_setup_ps": 0,
  "post_drt_wl_per_cell_um": 12.4,
  "grt_pass1_vias": 932,
  "io_pins": 31,
  "synth-async-reset-ratio_pct": 0,
  "top_cell_area_share_pct": 30.3,
  "yosysWarnings": 1,
  "die_w_um": 102,
  "netlist_instances": 124,
  "fmax_mhz": 291,
  "min_path_type": "reg2reg",
  "synthesis.area_mm2": 0.00119,
  "portBuffers": 30,
  "clkLatencyLatePin_ps": 240,
  "place_congestion": 0.801,
  "clock-skew-final_ps": 7.64,
  "worst-path-max-fanout": 11,
  "slew_violations": 0,
  "drtIter0Drc": 30,
  "hold_ws_ps": 547,
  "yosys-stat-area_mm2": 0.00119,
  "via_count": 925,
  "h-tree-depth": 1,
  "post_cts_buffers": 0,
  "drv_cap": 0,
  "instances_no_fill": 225,
  "placed_cells": 221,
  "grt_pass1_wl_mm": 4.71,
  "cp-start-kind": "input port",
  "cts_tree": "built",
  "synth-edff-count": 12,
  "tightest_slew_ps": 527,
  "die-area_mm2": 0.0104,
  "dp_hpwl_mm": 2.39,
  "endpoint_kind": "flop"
}
cell usage after synthesis, types with 2 or more instances:
| cell | n |
|---|---|
| nor2_1 | 13 |
| edfxtp_1 | 12 |
| ha_1 | 11 |
| a21oi_1 | 8 |
| buf_4 | 8 |
| xnor2_1 | 8 |
| o21ai_0 | 7 |
| inv_1 | 6 |
| maj3_1 | 6 |
| nand2_1 | 5 |
| o211ai_1 | 4 |
| o21a_1 | 3 |
| a21o_1 | 2 |
| buf_6 | 2 |
| mux2i_1 | 2 |
| nor3_1 | 2 |
| nor4_1 | 2 |
layout make-up:
class	instances	area, um2	share of cell area (%)
Multi-Input combinational cell	94	713	45.9
Sequential cell	12	360	23.2
Timing Repair Buffer	32	315	20.3
Tap cell	77	96.3	6.20
Clock buffer	3	41.3	2.66
Inverter	6	22.5	1.45
Clock inverter	1	3.75	0.242
placed cells by master (no fill, tap or decap), drive strengths merged, types with 3 or more instances in the layout:
master,netlist,layout
a21oi,8,8
clkbuf,1,3
clkdlybuf4s50,0,30
edfxtp,12,12
ha,11,11
inv,6,6
maj3,6,6
nand2,5,5
nor2,13,13
nor3,3,3
o211ai,4,4
o21a,3,3
o21ai,7,7
xnor2,8,8
metal layers:
layer	vias up	global-route usage [%]
met2	28	8.05
li1	494	-
met4	0	0.542
met3	2	1.84
met5	-	0
met1	401	8.23
critical path, stage by stage:
cell and delay, ps:
clkdlybuf4s50_1 460, buf_4 180, nor2b_2 430, mux2i_1 350, ha_1 280, nor2b_1 140
o31a_1 300, o2111a_1 270, a221oi_2 200
power breakdown:
group | total [mW] | switching, mW | internal (mW)
combinational | 0.159 | 0.0721 | 0.0866
clock | 0.0975 | 0.0363 | 0.0612
sequential | 0.150 | 0.00577 | 0.144
registers in the layout, indices dropped and copies added, names as in the netlist:
register / count
neg_flag_temp: 1
outp_temp: 9
carry_out_temp: 1
zero_flag_temp: 1
worst paths after layout:
path                                             start  slack [ps]                           end  cells after the start
worst max register to register  outp_temp[0]$_DFFE_PP_        3460  zero_flag_temp$_SDFFCE_PP0P_                      2
worst min register to register  outp_temp[8]$_DFFE_PP_         550   neg_flag_temp$_SDFFCE_PP0P_                      1
worst min-delay path            outp_temp[8]$_DFFE_PP_         550   neg_flag_temp$_SDFFCE_PP0P_                      1
worst max-delay path                        control[0]         960        outp_temp[7]$_DFFE_PP_                      9
logic make-up after synthesis:
family                   share of synthesized area [%]
AND-OR/OR-AND                                     18.2
XOR/XNOR                                          6.64
adder cells (fa/ha/maj)                           18.3
buffers and inverters                             9.59
flip-flops                                        30.3
multiplexers                                      2.63
AND/OR/NAND/NOR                                   14.2
metrics by stage:
stage               power [mW]  area, um2  setup slack, ps
finish                   0.406       1550              961
global route             0.438       1550              650
CTS                      0.411       1550              956
detailed placement       0.312       1510              717
global placement         0.311       1510              772
floorplan                0.258       1190             1650
Power figures rest on the tool's default switching activity, not on a simulated workload.
